==> ./design.v <==
`timescale 1ns / 1ps
module FourDigBCD(
    input Clr,
    input clk,
    input Enable,
    input Load,
    input Up,
    input  [15:0] D,
    output [15:0] Q,
    output CO
    );
    wire C01, C02, C03, C04;
    BCDCounter b1(clk, Enable, Load, Up, Clr, D[3:0], Q[3:0], C01);
    BCDCounter b2(clk, C01, Load, Up, Clr, D[7:4], Q[7:4], C02);
    BCDCounter b3(clk, C02, Load, Up, Clr, D[11:8], Q[11:8], C03);
    BCDCounter b4(clk, C03, Load, Up, Clr, D[15:12], Q[15:12], C04);
    assign CO = (Enable && Up && Q == 16'h9999) || (Enable && !Up && Q == 16'h0000) ? 1'b1 : 1'b0;
endmodule
`timescale 1ns / 1ps
module BCDCounter(
    input clk,
    input Enable,
    input Load,
    input Up,
    input Clr,
    input [3:0] D,
    output reg [3:0] Q  = 4'b0000,
    output C0
    );
    always @ (posedge clk or posedge Clr) 
    begin    
        if(Clr == 1'b1) begin
            Q <= 4'b0000;
        end else begin
            Q <= Q;
            if(Load && Enable)
                Q <= D % 10;
            else if(!Load && Enable && Up)
                Q <= (Q == 4'b1001) ? 4'b0000 : (Q + 1);
            else if(!Load && Enable && !Up)
                Q <= (Q == 4'b0000) ? 4'b1001 : (Q - 1);             
        end
    end
    assign C0 = ((Enable && Up && Q == 4'b1001) || (Enable && !Up && Q == 4'b0000)) ? 1'b1 : 1'b0;
endmodule
module BCD_Adder_16(
input [15:0]X,
input [15:0]Y,
output [15:0]out,
output [3:0]Cout);
wire [3:0] C1,C2,C3;
wire [15:0] Z;
BCD_Adder_4 B1 ( X[3:0],Y[3:0],4'b0000,Z[3:0],C1);
BCD_Adder_4 B2 ( X[7:4],Y[7:4],C1,Z[7:4],C2);
BCD_Adder_4 B3 ( X[11:8],Y[11:8],C2,Z[11:8],C3);
BCD_Adder_4 B4 ( X[15:12],Y[15:12],C3,Z[15:12],Cout);
assign out = (Cout==0) ?  Z : 16'h9999;
endmodule
module BCD_Adder_4 (
input [3:0] X,
input [3:0] Y,
input [3:0] Cin,
output [3:0]Z,
output[3:0] Cout);
wire [4:0] S;
assign S = X[3:0] + Y[3:0] + Cin[3:0];
assign Z = (S > 9) ? S[3:0] + 6 : S[3:0];
assign Cout = (S > 9) ? 4'b0001 : 4'b0000;
endmodule
`timescale 1ns / 1ps
module ClkDivider #(parameter num_bits = 31, parameter div_factor = 100000000) (
    input inclk,
    output outclk1
    );
    reg outclk = 0;	
    reg reset = 0;
    reg [num_bits:0] divider = 0;
    always@(divider) begin
        reset <= 1'b0;
        if(divider == (div_factor >> 1))
            reset <= 1'b1;
    end
    always@(posedge inclk) begin
        if(reset) begin
            outclk <= outclk ^ reset;
            divider <= 0;
        end else begin
            divider <= (divider + 1);
        end
    end
    assign outclk1 = outclk;
endmodule
module Control4Adder(
input reset1,
input reset2,
input buttonU,
input buttonL,
input buttonR,
input buttonD,
input [15:0] Y,
output [15:0] adder_out,
output [3:0]Cout
);
wire [15:0]X;
wire [15:0]Z;
reg [15:0] X1;
reg [15:0] Z1;
initial 
begin
X1<=0;
Z1<=0; 
end
always @(*)
begin 
		case({buttonU,buttonL,buttonR,buttonD})
		4'b1000: X1<=16'h10;
		4'b0100: X1<=16'h180;
		4'b0010: X1<=16'h200;
		4'b0001: X1<=16'h550;
		default: X1<=0;
		endcase
end
assign X = X1;
assign adder_out = (~reset1 && ~reset2) ?  Z : Z1;
BCD_Adder_16 B5 (X, Y, Z, Cout);
always @(*)
begin 
	case({reset1,reset2})
        2'b10: Z1<=16'h10;
	2'b01: Z1<=16'h205;
	default:Z1<=0;
	endcase
end 
endmodule
`timescale 1ns / 1ps
module DisplayModule(
    input clk,
    input buttonU,
    input buttonL,
    input buttonR,
    input buttonD,
    input sw0,
    input sw1,
    output [3:0] an,
    output [6:0] sev_seg,
    output dp
    );
    reg BCDEnable = 1'b0;
    reg flashState = 1'b0;
    reg [6:0] sevSeg2Hz = 0 , sevSeg1Hz = 0;
    wire clk10Hz, clk1Hz, clk0_5Hz, clk240Hz;
    wire stableButtonU, stableButtonL, stableButtonR, stableButtonD;
    wire loadBCD, CO, sevSegOut;
    wire [15:0] newBCD, parkingTime;
    wire [3:0] Cout;
    ClkDivider #(24, 10000000) c0 (clk, clk10Hz);
    ClkDivider #(27, 100000000) c1 (clk, clk1Hz);
    ClkDivider #(16, 41666) c2 (clk, clk240Hz);
    ClkDivider #(28, 200000000) c3 (clk, clk0_5Hz);
    SynchSinglePulse ssp0(buttonU, clk10Hz, stableButtonU);
    SynchSinglePulse ssp1(buttonL, clk10Hz, stableButtonL);
    SynchSinglePulse ssp2(buttonR, clk10Hz, stableButtonR);
    SynchSinglePulse ssp3(buttonD, clk10Hz, stableButtonD);
    assign loadBCD = stableButtonU | stableButtonL | stableButtonR |stableButtonD | sw0 | sw1;
    FourDigBCD Dig1 (1'b0, clk1Hz, BCDEnable, loadBCD, 1'b0, newBCD, parkingTime, CO);
    Control4Adder Dig2 (sw0, sw1, stableButtonU, stableButtonL, stableButtonR, stableButtonD, parkingTime, newBCD, Cout);
    FourDigitOut Dig3 (parkingTime[3:0], parkingTime[7:4], parkingTime[11:8], parkingTime[15:12], 2'b00, clk240Hz, sevSegOut, an, dp);
    always@(loadBCD, CO, parkingTime) begin
        if((parkingTime > 0) && (parkingTime < 16'h9999))
            BCDEnable <= 1'b1;
        else
            BCDEnable <= 1'b0 | loadBCD;
    end
    always@(negedge clk1Hz) begin
        if(parkingTime <= 16'h0200)
            sevSeg2Hz <= (parkingTime[0]) ? 7'hFF : sevSegOut;
        else
            sevSeg2Hz <= sevSegOut;
    end
    always@(negedge clk0_5Hz) begin
        if(parkingTime == 0)
            sevSeg1Hz <= (sevSeg1Hz == 7'hFF) ? sevSegOut : 7'hFF;
        else
            sevSeg1Hz <= sevSegOut;
    end
    assign sev_seg = (parkingTime <= 16'h0200) ? ((parkingTime > 0) ? sevSeg2Hz : sevSeg1Hz) : sevSegOut;
endmodule
`timescale 1ns / 1ps
module SynchSinglePulse(
    input buttonIn,
    input button_clk,
    output reg stableButton = 1'b0
    );
    reg synch0 = 1'b0, synch1 = 1'b0;
    always@(posedge button_clk) begin
        synch0 <= buttonIn;
        synch1 <= synch0;
        case(stableButton)
            1'b0: stableButton <= (synch1) ? 1'b1 : 1'b0;
            1'b1: stableButton <= (synch1) ? 1'b1 : 1'b0;
        endcase
    end
endmodule
`timescale 1ns / 1ps
module FourDigitOut(
    input [3:0] dig0,
    input [3:0] dig1,
    input [3:0] dig2,
    input [3:0] dig3,
    input [1:0] decimal,
    input clk,
    output reg [6:0] sev_seg = 0,
    output reg [3:0] an = 0,
    output reg dp = 0
    );
    wire [6:0] a,b,c,d;
    hexto7segment h0(.x(dig0), .r(a));
    hexto7segment h1(.x(dig1), .r(b));
    hexto7segment h2(.x(dig2), .r(c));
    hexto7segment h3(.x(dig3), .r(d));
    always@(posedge clk)
        case(an)
        4'b1110: begin 
                    an <= 4'b1101;
                    sev_seg <= b;
                    dp <= (decimal == 2'b01) ? 1'b0 : 1'b1;
                 end
        4'b1101: begin
                    an <= 4'b1011;
                    sev_seg <= c;
                    dp <= (decimal == 2'b10) ? 1'b0 : 1'b1;
                 end
        4'b1011: begin
                    an <= 4'b0111;
                    sev_seg <= d;
                    dp <= (decimal == 2'b11) ? 1'b0 : 1'b1;
                 end
        4'b0111: begin
                    an <= 4'b1110;
                    sev_seg <= a;
                    dp <= 1'b1;
                 end
        default: begin
                    an <= 4'b1110;
                    sev_seg <= a;
                    dp <= 1'b1;
                 end
        endcase
endmodule
`timescale 1ns / 1ps
module hexto7segment(
    input [3:0] x,
    output reg [6:0] r
    );
    always@(*)
        case (x)
            4'b0000 : r = 7'b0000001;
            4'b0001 : r = 7'b1001111;
            4'b0010 : r = 7'b0010010;
            4'b0011 : r = 7'b0000110;
            4'b0100 : r = 7'b1001100;
            4'b0101 : r = 7'b0100100;
            4'b0110 : r = 7'b0100000;
            4'b0111 : r = 7'b0001111;
            4'b1000 : r = 7'b0000000;
            4'b1001 : r = 7'b0001100;
            4'b1010 : r = 7'b0001000;
            4'b1011 : r = 7'b1100000;
            4'b1100 : r = 7'b0110001;
            4'b1101 : r = 7'b1000010;
            4'b1110 : r = 7'b0110000;
            4'b1111 : r = 7'b0111000;
        endcase
endmodule
==> ./run.sh <==
#!/bin/bash
# OpenROAD 26Q1-2900-gdf79404cd8, Yosys 0.63+post, stock flow scripts
make -C /OpenROAD-flow-scripts/flow DESIGN_CONFIG=/design/flow/config.mk WORK_HOME=/design/flow/orfs finish
==> ./config.mk <==
export PLATFORM = sky130hd
export DESIGN_NAME = DisplayModule
export DESIGN_NICKNAME = DisplayModule
export VERILOG_FILES = /design/flow/design.v
export SDC_FILE = /design/flow/constraint.sdc
export NUM_CORES = 4
export LEC_CHECK = 1
export CORE_UTILIZATION = 40
==> ./constraint.sdc <==
current_design DisplayModule

set clk_period 6.5
set clk_io_pct 0.2

create_clock -name clk0 -period $clk_period [get_ports {clk}]

set non_clock_inputs [all_inputs -no_clocks]
set_input_delay [expr $clk_period * $clk_io_pct] -clock clk0 $non_clock_inputs
set_output_delay [expr $clk_period * $clk_io_pct] -clock clk0 [all_outputs]
==> reports/metrics.sh <==
DIE_H_UM=135.7
POSTSYNTHCELLCOUNT=785
FP-UTILIZATION_PCT=41.19
TIMING.CRITICAL_PATH.FROM='c0.divider[16]'
YS_WARN_COUNT=14
LAYOUT_TOP_CELL='dfxtp_1'
CLOCK_LATENCY_NS=0.34
SHARE_OF_POWER_BURNED_IN_COMBINATIONAL_LOGIC_PCT=1.2
CTS_TREE='done'
ROUTE.DETAILED.DRC=0
WORST_EP_REQUIRED_TIME_NS=6.58
DETAILEDPLACEMENTHPWL_MM=9.791
NETLIST_AREA_SQ_UM=7149
TOTALWIRELENGTH_MM=13.25
TIMING.CRITICAL_PATH.FANOUT_MAX=7
ANT_NETS=0
IO_PINS=19
ROWS=48
SYNTH_FLOPS=141
GRT_USAGE_PCT=15.77
CPLARGESTDELAYFAMILY='simple AND/OR/NAND/NOR gates'
FINALWORSTPATHREQUIREDPERIOD_NS=2.010
SYNTHTOLAYOUTAREAGROWTH_PCT=8.820
UNTIMED_ENDPOINTS=65
CELLINTERNALPOWER_uW=906.0
DP.CELLS=1006
FLOP_CELL='dfxtp_1'
FIN_AREA_SQ_UM=7780
IR_WORST_VDD_mV=0.1275
DIE_X_UM=135.7
CRITICAL_PATH.REG2REG.STARTPOINT='c0.divider[16]'
NUMBER_OF_ENDPOINTS_WITH_NEGATIVE_HOLD_SLACK_IN_THE_FINAL_REPORT=0
STATIC-LEAKAGE-POWER_uW=0.002904
WORST_HOLD_STARTPOINT='c0.divider[24]'
MAX-CLOCK-PATH-BUFFERS=2
MAX_FREQ_MHz=497.5
PLACEDINSTANCEAREA_SQ_UM=7501
STARTPOINT_TO_ENDPOINT_CLASS_OF_THE_CRITICAL_PATH='reg -> reg'
POWER_FRAC_SEQ_PCT=54.9
YOSYSSEQAREASHARE_PCT=42.28
POST_CTS_RESIZED=0
CTS_BUFFERS=9
CLK_PIN_SLEW_WORST_PATHS_NS=0.07
RELSLEWSLACK_PCT=52.37
TIMING.CRITICAL_PATH.BUF_INV=1
WORST-ENDPOINT-ARRIVAL_NS=2.09
MAX_STAGE_DELAY_NS=0.55
VIAS_PER_CELL=5.184
ROUTED_LEN_INST_UM=12.97
END_KIND='flop'
MIN_PATH_TYPE='reg -> reg'
TOTALNEGATIVESETUPSLACK_NS=0
DIE_AREA_SQ_UM=18410
FINALCRITPERIODSHARE_PCT=30.93
MAXCAPVIOLCOUNT=0
YOSYS_CELLS=785
GLOBAL_ROUTE.OVERFLOW_TOTAL=0
CP-START-KIND='flop'
ROUTE.VIAS.TOTAL=5298
SYN_AREA_PER_CELL_SQ_UM=9.107
CORE_AREA_SQ_UM=17360
FIRSTDRTPASSITERS=5
PORT_BUFFERS=18
PLACE.GP.CONGESTION=0.8863
TIMING.FINAL.WS_SETUP_NS=4.490
SLOWEST_STAGE='nor4_2'
GRT_MAX_DEGREE=19
TIMING.CLOCK.SKEW_NS=0.007974
REPORT.FINAL.SETUP_VIOL=0
MAXSLEWVIOLCOUNT=0
OUTCOME='complete, no violations'
WORST_HOLD_SLACK_NS=0.4654
NETSWITCHINGPOWER_uW=250.0
POWER_DENSITY_nW_PER_UM2=148.6
CTS-HOLD-FIX-BUFFERS=0
LAYOUTNONFILLERINSTCOUNT=1022
CLOCK_POWER_SHARE_PCT=43.9
DRIVE_GT1_SHARE_PCT=5.772
TIMING.CRITICAL_PATH.CELLS='or4_1, nor4_2, buf_4, xor2_1'
SYNTH-EDFF-COUNT=20
SYNTH.YOSYS.CHIP_AREA_SQ_UM=7149
GRT_PASS1_VIAS=4698
ANTENNA_CELLS_INSERTED=0
DRTITER0DRC=335
PLACEMENT.SETUP.WORST_SLACK_NS=4.492
ANTENNA_FOUND_INITIAL=0
POWER_SWITCHING_SHARE_PCT=21.62
WARNING_COUNT=32
FINAL_CELL_MIX='dfxtp_1, nor2_1, nand2_1, xnor2_1, xor2_1'
POST_SYNTH_NUM_CELL_TYPES=73
GRT_SETUP_UNREPAIRED='no'
UNCLOCKED_PINS=38
CLOCKROOTBUFFER='clkbuf_16'
WORST_PIN_SLEW_NS=0.7119
POST_CTS_REPAIR_SETUP_BUFFERS=0
CTS.HTREE.LEVELS=3
SYNTH-ASYNC-RESET-RATIO_PCT=0
FIRST_PASS_GRT_WIRE_LENGTH_MM=23.12
==> sequential cells by signal, indices dropped and copies added, names as in the netlist, 2 cells and up <==
register,flops
c1.divider,28
sevSeg2Hz,2
Dig1.b1.Q,4
sevSeg1Hz,2
Dig1.b3.Q,4
c2.divider,17
c3.divider,29
Dig1.b4.Q,4
Dig3.an,4
Dig1.b2.Q,4
c0.divider,25
==> worst paths after layout <==
| path | slack (ns) | to | depth (start not counted) |
|---|---|---|---|
| max reg2reg | 4.49 | c0.outclk | 4 |
| min reg2reg | 0.47 | c0.divider[24] | 1 |
| min | 0.47 | c0.divider[24] | 1 |
| max | 4.49 | c0.outclk | 4 |
==> power groups by stage <==
stage	logic [uW]	registers, uW	clock network, uW
CTS	14.2	634	525
finish	14.2	634	507
global route	16.0	634	551
==> area by class of cell <==
cell class / count / area, sq um
Fill cell: 1662 / 9577
Multi-Input combinational cell: 587 / 3870
Sequential cell: 141 / 3023
Tap cell: 225 / 281.5
Clock buffer: 9 / 225.2
Timing Repair Buffer: 22 / 210.2
Inverter: 31 / 116.4
Clock inverter: 7 / 53.80
==> kinds of logic (layout without fill, tap and decap cells) <==
kind of cell / after synthesis / after routing / synth area share (%)
compound gates: 99 / 99 / 9.310
simple gates: 353 / 353 / 26.46
buf+inv: 57 / 69 / 3.658
other cells: 1 / 1 / 0.05245
xor+xnor: 101 / 101 / 12.37
fa+ha+maj: 26 / 26 / 4.865
flops: 141 / 141 / 42.28
mux: 7 / 7 / 0.9976
==> metal layers <==
layer	vias to the layer above	part of all wire (%)	track usage [%]
met3	7	3.5	1.833
met2	77	41	21.68
met1	2431	55	27.89
li1	2783	-	-
met4	0	0.90	1.373
met5	-	0	0
==> metrics by stage <==
step / utilization, % / power, uW
final: 44.82 / 1156
after floorplan: - / 656.3
after global placement: 43.22 / 663.2
after CTS: 44.82 / 1173
after global routing: 44.82 / 1202
after detailed placement: 43.22 / 663.3
==> cells in the mapped netlist, types with 10 or more instances <==
cell type	n	area [sq um]
dfxtp_1	121	2422
nor2_1	90	337.8
nand2_1	64	240.2
xnor2_1	58	508.0
xor2_1	43	376.6
nand3_1	40	200.2
inv_1	31	116.4
o21ai_0	29	145.1
ha_1	23	287.8
and3_1	22	137.6
nand4_1	22	137.6
nor3_1	22	110.1
a21oi_1	21	105.1
edfxtp_1	20	600.6
a31oi_1	12	75.07
nor4b_1	12	105.1
and4_1	10	87.58
nor4_1	10	62.56
Power and IR drop assume default switching activity.
