**/design/flow/run.sh**
```bash
#!/bin/bash
# OpenROAD 26Q1-2900-gdf79404cd8, Yosys 0.63+post, stock flow scripts
make -C /OpenROAD-flow-scripts/flow DESIGN_CONFIG=/design/flow/config.mk WORK_HOME=/design/flow/orfs finish
```
**/design/flow/config.mk**
```make
export PLATFORM = sky130hd
export DESIGN_NAME = top
export DESIGN_NICKNAME = top
export VERILOG_FILES = /design/flow/design.v
export SDC_FILE = /design/flow/constraint.sdc
export NUM_CORES = 4
export LEC_CHECK = 1
export CORE_UTILIZATION = 50
```
**/design/flow/constraint.sdc**
```tcl
current_design top

set clk_period 6.5
set clk_io_pct 0.2

create_clock -name clk0 -period $clk_period [get_ports {clk}]

set non_clock_inputs [all_inputs -no_clocks]
set_input_delay [expr $clk_period * $clk_io_pct] -clock clk0 $non_clock_inputs
set_output_delay [expr $clk_period * $clk_io_pct] -clock clk0 [all_outputs]
```
**/design/flow/design.v**
```verilog
`timescale 1ns / 1ps
module ClkDivider #(parameter num_bits = 31, parameter div_factor = 100000000) (
    input inclk,
    output outclk1
    );
    reg outclk = 0;	
    reg reset = 0;
    reg [num_bits:0] divider = 0;
    always@(divider) begin
        reset <= 1'b0;
        if(divider == (div_factor >> 1))
            reset <= 1'b1;
    end
    always@(posedge inclk) begin
        if(reset) begin
            outclk <= outclk ^ reset;
            divider <= 0;
        end else begin
            divider <= (divider + 1);
        end
    end
    assign outclk1 = outclk;
endmodule
module Game_Engine(
input sec_counter,
input start,
input pause,
input esc,
input Keypressed, 
input [1:0] direction,
output pixel_out,
output [9:0] headX,
output [9:0] headY,
output [9:0] tailX,
output [9:0] tailY,
output [9:0] X,
output [9:0] Y,
output orientation1
);
wire clk_25MHz;
reg [9:0] headX1,headY1,tailX1,tailY1;
reg orientation;
reg [24:0] counter;
initial 
begin
counter<=0; 
headX1 <= 40;
headY1 <= 5;
tailX1 <= 0;
tailY1 <= 5;
orientation <=0;
end 
always @(posedge sec_counter)  
begin 
	if(start && ~pause && headX1>0 && headX1<640 && headY1>0 && headY1<480)
	begin
	if(Keypressed)
	begin
		case(direction)
			2'b00: begin  
					if(headY1 == tailY1)
					begin
						if(headX1 > tailX1)
						begin
							headX1 <= headX1 - 10;		
							headY1 <= headY1 - 30;
							tailX1 <= tailX1 + 30;
							tailY1 <= tailY1 + 10;
							orientation <= 1;
						end
						else
						begin
							headX1 <= headX1;		
							headY1 <= headY1 - 30;
							tailX1 <= tailX1 - 40;
							tailY1 <= tailY1 + 10;
							orientation <= 1;
						end
			         end
			         else if(headX1 == tailX1)
			         begin
			             if(headY1 > tailY1)
                                 begin
                                 headX1<=headX1;
                                 headY1<=headY1+5;
                                 tailX1<=tailX1;
                                 tailY1<=tailY1+5;
                                 end
                                 else
                                 begin
                                 headX1<=headX1;
                                 headY1<=headY1-5;
                                 tailX1<=tailX1;
                                 tailY1<=tailY1-5;
                                 end
			         end
				end
			2'b10: begin  
					if(headY1 == tailY1)
					begin
						if(headX1>tailX1)
						begin
							headX1 <= headX1 - 10;		
							headY1 <= headY1 + 40;
							tailX1 <= tailX1 + 30;
							tailY1 <= tailY1;
							orientation <= 1;
						end
						else
						begin
							headX1 <= headX1;		
							headY1 <= headY1 + 40;
							tailX1 <= tailX1 - 40;
							tailY1 <= tailY1;
							orientation <= 1;
						end
			            end
			            else if(headX1 == tailX1)
                        begin
                        if(headY1 > tailY1)
                        begin
                        headX1<=headX1;
                        headY1<=headY1+5;
                        tailX1<=tailX1;
                        tailY1<=tailY1+5;
                        end
                        else
                        begin
                        headX1<=headX1;
                        headY1<=headY1-5;
                        tailX1<=tailX1;
                        tailY1<=tailY1-5;
                        end
                        end
			       end
			2'b11: begin  
					if(headX1 == tailX1)
					begin
						if(headY1<tailY1)
						begin
							headX1 <= headX1 - 30;		
							headY1 <= headY1;
							tailX1 <= tailX1 + 10;
							tailY1 <= tailY1 - 40;
							orientation <= 0;
						end
						else
						begin
							headX1 <= headX1 - 30;		
							headY1 <= headY1 - 10;
							tailX1 <= tailX1 + 10;
							tailY1 <= tailY1 + 30;
							orientation <= 0;
						end
			                end
			                else if(headY1 == tailY1)
			                begin
			                if(headX1 > tailX1)
                            begin
                            headX1<=headX1+5;
                            headY1<=headY1;
                            tailX1<=tailX1+5;
                            tailY1<=tailY1;
                            end
                            else
                            begin
                            headX1<=headX1-5;
                            headY1<=headY1;
                            tailX1<=tailX1-5;
                            tailY1<=tailY1;
                            end
			                end
			       end
			2'b01: begin  
					if(headX1 == tailX1)
					begin
						if(headY1<tailY1)
						begin
							headX1 <= headX1 + 40;		
							headY1 <= headY1;
							tailX1 <= tailX1;
							tailY1 <= tailY1 - 40;
							orientation <= 0;
						end
						else
						begin
							headX1 <= headX1 + 40;		
							headY1 <= headY1 - 10;
							tailX1 <= tailX1;
							tailY1 <= tailY1 + 30;
							orientation <= 0;
						end
			                end
			             else if(headY1 == tailY1)
                         begin
                         if(headX1 > tailX1)
                         begin
                         headX1<=headX1+5;
                         headY1<=headY1;
                         tailX1<=tailX1+5;
                         tailY1<=tailY1;
                         end
                         else
                         begin
                         headX1<=headX1-5;
                         headY1<=headY1;
                         tailX1<=tailX1-5;
                         tailY1<=tailY1;
                         end
                         end
				end	
		endcase
		end
		else
		begin
		  if(headY1 == tailY1)
          begin
          if(headX1 > tailX1)
          begin
          headX1<=headX1+5;
          headY1<=headY1;
          tailX1<=tailX1+5;
          tailY1<=tailY1;
          end
          else
          begin
          headX1<=headX1-5;
          headY1<=headY1;
          tailX1<=tailX1-5;
          tailY1<=tailY1;
          end
          end
          if(headX1 == tailX1)
          begin
          if(headY1 > tailY1)
          begin
          headX1<=headX1;
          headY1<=headY1+5;
          tailX1<=tailX1;
          tailY1<=tailY1+5;
          end
          else
          begin
          headX1<=headX1;
          headY1<=headY1-5;
          tailX1<=tailX1;
          tailY1<=tailY1-5;
          end
          end
		end 
	end
	else
	begin
	headX1<=headX1;
    headY1<=headY1;
    tailX1<=tailX1;
    tailY1<=tailY1;
	end
end
assign pixel_out =  start & ~esc; 
assign headX = headX1;
assign headY = headY1;
assign tailX = tailX1;
assign tailY = tailY1;
assign X = headX1+10;
assign Y = headY1+10;
assign orientation1 = orientation;
endmodule
module VGA_Controller_Game(
input clk,
input pixel_in,
input orientation,
input [9:0] headX,
input [9:0] headY,
input [9:0] tailX,
input [9:0] tailY,
output reg hsync,
output reg vsync,
output reg [3:0] R,
output reg [3:0] G,
output reg [3:0] B);
reg [9:0] X,Y;
reg [9:0] hcount,vcount;
reg hsync1,vsync1;
reg visible;
wire clk_25MHz;
reg flag;
ClkDivider c0 (clk,clk_25MHz);
initial 
begin 
hcount<=0;
vcount<=0;
hsync<=0;
vsync<=0;
hsync1<=0;
vsync1<=0;
visible<=0;
R<=0;
G<=0;
B<=0;
flag<=0;
X<=0;
Y<=0;
end 
always @(posedge clk_25MHz)
begin
	if(~orientation)
		Y<=headY + 10;
	else
	 	X<=headX + 10;
end
always @(hcount)  
begin 
if(hcount >=0 && hcount <= 639)
begin 
	if(vcount >=0 && vcount<=479)
		visible<=1;
	else
	visible<=0;
end
else 
	visible<=0;
end
always @(posedge clk_25MHz)  
begin
if(pixel_in)
begin 
	if(visible)
	begin
		if(~orientation)
		begin
			if(headX>tailX)
			begin 
				if(hcount >=tailX && hcount <= headX)
				begin
					if(vcount >=headY && vcount<=Y)
					begin
						R<=0;
						G<=0;
						B<=4'b1111;
					end	
					else
					begin 
						R<=4'b1111;
						G<=4'b1111;
						B<=4'b1111;
					end 
				end  
				else
				begin 
					R<=4'b1111;
					G<=4'b1111;
					B<=4'b1111;
				end
			end
			else
			begin
				if(hcount >=headX && hcount <= tailX)
				begin
					if(vcount >=headY && vcount<=Y)
					begin
						R<=0;
						G<=0;
						B<=4'b1111;
					end	
					else
					begin 
						R<=4'b1111;
						G<=4'b1111;
						B<=4'b1111;
					end 
				end  
				else
				begin 
					R<=4'b1111;
					G<=4'b1111;
					B<=4'b1111;
				end
			end
		end
		else
		begin
			if(headY>tailY)
			begin
				if(hcount >=headX && hcount <= X)
				begin
					if(vcount >=tailY && vcount<=headY)
					begin
						flag<=1;
						R<=0;
						G<=0;
						B<=4'b1111;
					end	
					else
					begin 
						flag<=0;
						R<=4'b1111;
						G<=4'b1111;
						B<=4'b1111;
					end 
				end  
				else
				begin 
					R<=4'b1111;
					G<=4'b1111;
					B<=4'b1111;
				end
			end
			else
			begin
				if(hcount >=headX && hcount <= X)
				begin
					if(vcount >=headY && vcount<=tailY)
					begin
						flag<=1;
						R<=0;
						G<=0;
						B<=4'b1111;
					end	
					else
					begin 
						flag<=0;
						R<=4'b1111;
						G<=4'b1111;
						B<=4'b1111;
					end 
				end  
				else
				begin 
					R<=4'b1111;
					G<=4'b1111;
					B<=4'b1111;
				end
			end
		end	
	end	 
	else 
	begin 
		R<=0;
		G<=0;
		B<=0;
	end
end
else
begin 
	R<=0;
	G<=0;
	B<=0;
end 
end
always @(posedge clk_25MHz)  
begin
if(hcount == 799)
hcount<=0;
else
hcount<=hcount+1;  
end
always @(posedge clk_25MHz)   
begin 
	if(hcount == 640)
	begin
		if(vcount == 524)
		vcount <= 0; 	
		else 
		vcount <= vcount+1;	 
	end 
	else 
	vcount<=vcount;
end
always @(hcount)  
begin 
if(hcount >=659 && hcount<= 755)
hsync1 <= 0;
else 
hsync1 <= 1;
end 
always @(vcount)  
begin 
if(vcount >=493 && vcount<= 494)
vsync1 <= 0;
else 
vsync1 <= 1;
end 
always @(posedge clk_25MHz)
begin
hsync<=hsync1;
vsync<=vsync1; 
end 
endmodule 
module top(
input clk,
output reg hsync,
output reg vsync,
output reg [3:0] R,
output reg [3:0] G,
output reg [3:0] B);
wire pixel;
reg [9:0] headX,headY,tailX,tailY;
reg orientation;
Game_Engine GO (clk,1'b1,1'b0,1'b0,2'b01,pixel, headX, headY,tailX,tailY,orientation);
VGA_Controller_Game VO(clk, pixel,orientation, headX, headY, tailX,tailY ,hsync, vsync,R,G,B);
endmodule
```
==> impl_metrics.json <==
{
  "r2r_start": "VO.c0.divider[29]",
  "syn2layout_area_growth_pct": 4.771,
  "drt_iter0_drc": 44,
  "fin_skew_ns": 0.004914,
  "die_width_um": 75.86,
  "cp-end-kind": "flop",
  "htree_levels": 2,
  "gp_congestion": 0.7984,
  "chipArea_um2": 5755,
  "warnings": 31,
  "top_area_share_pct": 32.29,
  "num-fill-cells": 465,
  "rsz0062_at_grt": "false",
  "setup_viol_count_final": 0,
  "wl_mm": 4.134,
  "cts_resized": 0,
  "yosysCellCount": 280,
  "tightestPinTransition_ns": 0.7192,
  "globalRouteTotalUtil_pct": 16.56,
  "globalRouteOverflowTotal": 0,
  "num_rows": 26,
  "tritoncts": "done",
  "synth-edff-count": 11,
  "ir_worst_vdd_v": 0.0001663,
  "cts_made_buffers": 5,
  "timing.final.crit_period_ns": 1.988,
  "unclocked_pins": 22,
  "crit_arrival_ns": 1.99,
  "syn_area_um2": 2728,
  "ctsHoldBuffers": 0,
  "status": "finished, final reports clean",
  "ios": 15,
  "startpoint_type": "flop",
  "drv_slew": 0,
  "ys_seq_share_pct": 44.40,
  "via_per_inst": 5.099,
  "ff_type": "dfxtp_1",
  "synth.distinct_cells": 44,
  "grt_max_degree": 24,
  "max-clock-path-buffers": 2,
  "power_density_nw_per_um2": 130.0,
  "yosysTopAreaCell": "dfxtp_1",
  "worstHoldStart": "VO.c0.divider[0]",
  "p_leak_uw": 0.001121,
  "design.core.area_um2": 5172,
  "post-dp-hpwl_mm": 3.090,
  "maxCapViolCount": 0,
  "initial_core_util_pct": 52.73,
  "most_common_cell": "dfxtp_1",
  "syn_area_per_cell_um2": 9.741,
  "period_used_pct": 30.59,
  "cp.required_ns": 6.51,
  "vias": 1805,
  "drt_first_pass_iters": 4,
  "drive_gt1_share_pct": 8.099,
  "grt_pass1_vias": 1623,
  "min_path_type": "reg2reg",
  "stdcell_count": 354,
  "numPlacedInstances": 346,
  "crit_type": "reg2reg",
  "ys_top_cells_by_area": "dfxtp_1, edfxtp_1, xnor2_1",
  "crit_path_start": "VO.c0.divider[29]",
  "ys_top_cells_by_count": "dfxtp_1, nor2_1, nand3_1, xnor2_1, xor2_1",
  "portBuffers": 2,
  "clk_pin_slew_ns": 0.07,
  "finalHoldViolCount": 0,
  "clockRootBuffer": "clkbuf_8",
  "hold_slack_ns": 0.4699,
  "avgRoutedWirePerCell_um": 11.68,
  "yosys_warnings": 7,
  "ys_area_um2": 2728,
  "antenna_found_initial": 0,
  "grt_pass1_wl_mm": 7.120,
  "antenna_cells": 0,
  "postRouteAntennaNets": 0,
  "unconstrained_endpoints": 34,
  "die_h_um": 75.86,
  "worstSkewPairLatency_ns": 0.28,
  "post_cts_buffers": 0,
  "setup_tns_ns": 0,
  "async_flop_share_pct": 0,
  "fmax_mhz": 503.0,
  "drc": 0,
  "slew_headroom_pct": 51.69,
  "syn_inst": 280,
  "finish.utilization_pct": 55.25,
  "ys_ff": 55,
  "crit_fanout": 14
}
-- routing by layer --
| metal | vias up | global-route usage [%] | share of wire [%] |
|---|---|---|---|
| li1 | 952 | - | - |
| met1 | 831 | 24.24 | 50 |
| met2 | 15 | 26.94 | 46 |
| met3 | 7 | 3.083 | 2.2 |
| met4 | 0 | 2.675 | 2.1 |
| met5 | - | 0 | 0 |
-- power by group --
part / switching, µW / internal (µW)
Sequential: 0 / 203
Combinational: 0.132 / 0
Clock: 72.6 / 95.6
Total: 72.8 / 299
-- critical path, cell delays in order, from the launching register on --
cell	delay [ns]
dfxtp_1	0.33
nor4_1	0.38
nand3_2	0.19
nor4_4	0.69
xor2_1	0.12
-- kinds of logic (layout without fill, tap and decap cells) --
family          count (synthesis)  after routing  share of synthesized area [%]
fa+ha+maj                       9              9                          4.129
mux                             1              1                         0.3670
flops                          55             55                          44.40
buf+inv                        32             25                          6.468
simple gates                  123            123                          27.48
compound gates                 20             20                          4.496
xor+xnor                       39             39                          12.52
other cells                     1             12                         0.1375
-- per-stage QoR --
stage                     instance area (µm²)  worst slack [ns]  total power (µW)
after floorplan                          2769             4.810             212.7
after global placement                   2756             4.499             207.9
after detailed placement                 2756             4.457             207.8
after CTS                                2858             4.447             377.5
after global routing                     2858             4.295             384.4
final                                    2858             4.512             371.4
-- final timing paths --
kind | depth (start not counted) | endpoint | slack [ns]
worst min-delay path | 1 | VO.c0.divider[0] | 0.47
worst max register to register | 4 | VO.c0.outclk | 4.51
worst max-delay path | 4 | VO.c0.outclk | 4.51
worst min register to register | 1 | VO.c0.divider[0] | 0.47
-- flip-flops by register name, indices dropped and copies added (netlist names) --
signal	count
VO.hsync	1
VO.vsync	1
VO.c0.outclk	1
VO.vcount	10
VO.hcount	10
VO.c0.divider	32
-- cell usage in the layout (no fill, tap or decap), drive strengths merged, types with 7 or more instances in the layout --
cell type and n:
ha 9, dfxtp 44, nand3 24, edfxtp 11
clkbuf 7, nor2 29, xnor2 21, nor4 9
nand4 9, nor3 9, nand2 16, inv 15
conb 12, xor2 18
-- area by class of cell --
cell class	instances	area, µm²	share of cell area, %
clock buffers	7	96.34	3.371
clock inverters	1	5.005	0.1751
inverters	15	56.30	1.970
multi-input cells	204	1381	48.34
flip-flops and latches	55	1211	42.38
well taps	70	87.58	3.065
repair buffers	2	20.02	0.7005
Power figures rest on the tool's default switching activity, not on a simulated workload.
